**constraint.sdc**
```tcl
current_design E

set clk_period 41.0
set clk_io_pct 0.2

create_clock -name clk0 -period $clk_period

set non_clock_inputs [all_inputs -no_clocks]
set_input_delay [expr $clk_period * $clk_io_pct] -clock clk0 $non_clock_inputs
set_output_delay [expr $clk_period * $clk_io_pct] -clock clk0 [all_outputs]
```
**config.mk**
```make
export PLATFORM = sky130hd
export DESIGN_NAME = E
export DESIGN_NICKNAME = E
export VERILOG_FILES = /design/flow/design.v
export SDC_FILE = /design/flow/constraint.sdc
export NUM_CORES = 4
export LEC_CHECK = 1
export CORE_AREA = 10 10 166 166
export DIE_AREA = 0 0 176 176
```
**design.v**
```verilog
`timescale 1ns / 1ps
module ALU(
    input[63:0] aluA,
    input[63:0] aluB,
    input[3:0] alufun,
    input set_cc,
    output [63:0] valE,
    output[2:0] cc
);
assign cc[0] = (valE == 64'B0);
assign cc[1] = valE[63];
assign cc[2] = (aluA[63]==aluB[63] && aluA[63] != valE[63]);
assign valE = aluA + aluB;
endmodule
`timescale 1ns / 1ps
module E(
    input[3:0] icode,
    input[3:0] ifun,
    input[63:0] valA,
    input[63:0] valB,
    input[63:0] valC,
    output[63:0] valE,
    output[2:0] cc,
    output set_cc
);
wire[63:0] aluA;
wire[63:0] aluB;
wire[3:0] alufun;
wire[63:0] w_aluA;
wire[63:0] w_aluB;
wire[3:0] w_alufun;
assign w_aluA = aluA;
assign w_aluB = aluB;
assign w_alufun = alufun;
ALU alu(
    .aluA(w_aluA),
    .aluB(w_aluB),
    .alufun(w_alufun),
    .set_cc(set_cc),
    .valE(valE),
    .cc(cc)
);
assign aluA = ((icode == 4'H2) | (icode == 4'H6)) ? valA :
              (((icode == 4'H3) | (icode == 4'H4) | (icode == 4'H5)) ? valC :
              (((icode == 4'H8) | (icode == 4'HA)) ? -8 : 
              (((icode == 4'H9) | (icode == 4'HB)) ? 8 : 0)));
assign aluB = ((icode == 4'H4) | (icode == 4'H5) | (icode == 4'H6) | (icode == 4'H8) |
             (icode == 4'HA) | (icode == 4'H9) | (icode == 4'HB)) ? valB :
             (((icode == 4'H2) | (icode == 4'H3)) ? 0 : 0);
assign alufun = icode == 4'H6 ? ifun : 4'H0;
assign set_cc = (icode == 4'H6); 
endmodule
```
**run.sh**
```bash
#!/bin/bash
# OpenROAD 26Q1-2900-gdf79404cd8, Yosys 0.63+post, stock flow scripts
make -C /OpenROAD-flow-scripts/flow DESIGN_CONFIG=/design/flow/config.mk WORK_HOME=/design/flow/orfs finish
```
==> metrics.yaml <==
critical_path:
  end_kind: "output port"
  slowest_stage: "a311oi_1"
  cp_common_cell: "clkdlybuf4s50_1"
  cp_max_fo: 36
  cp_data_arrival_time_ps: 14780
  worstPathCellList: "clkdlybuf4s50_1 > nand2_1 > mux2i_1 > nand2b_2 > buf_4 > o21ai_0 > fa_1 > a211oi_2 > o21a_1 > a21boi_0 > o211ai_1 > a311oi_1 > o21bai_1 > xnor2_1 > or4_1 > nor4_1 > nand4_1 > nor4_2 > clkdlybuf4s50_1"
  crit_required_ps: 32800
  max_stage_delay_ps: 700
  cp-start-kind: "primary input"
  path_class: "primary input to output port"
layout:
  nClkBuffers: 0
  logic_area_sq_um: 5320
  n_fill_cell: 2676
  drive_gt1_share_pct: 2.82
  nFlopsAndLatches: 0
  flop_area_sq_um: 0
  synthToLayoutAreaGrowth_pct: 52.5
pwr:
  leakagePower_nw: 3.22
  powerDensity_nw_per_um2: 16.5
  p_total_mw: 0.140
  ir_worst_vdd_v: 0.00000706
clocking:
  cts_hold_buffers: 0
  post_cts_buffers: 0
  post_cts_resized: 0
die:
  die_w_um: 176
  fp-row-count: 57
  chipArea_sq_um: 31000
  core-area_sq_um: 24100
  fp_util_pct: 23.0
  io_pins: 268
  die_h_um: 176
route:
  via_per_inst: 4.97
  drcViolationCount: 0
  wire_per_inst_um: 18.1
  first_iter_violations: 390
  wl_um: 26400
  ant_nets: 0
  firstDrtPassIters: 6
  vias: 7259
timing:
  finalSetupViolCount: 0
  fin_ws_ps: 18020
  maxSlewViolCount: 0
  max_freq_mhz: 43.5
  rsz0062_at_grt: "no"
  max_slew_margin_pct: 49.4
  finalHoldViolations: 0
  fin_crit_sh_pct: 56.1
  tightestPinTransition_ps: 754
  setup_tns_ps: 0
  period_needed_ps: 22990
worst_hold_path:
  whs_endpoint: "set_cc"
  min_path_type: "primary input to output port"
  hold_depth: 4
  hp-start: "icode[2]"
synthesis:
  synth_area_leader_cell: "ha_1"
  ys_area_sq_um: 5550
  syn_inst: 916
  yosys_warnings: 0
  synth.most_common_cell: "nand2_1"
  ys_types: 64
  synth.avg_cell_area_sq_um: 6.06
  netlist_area_sq_um: 5550
  top_area_share_pct: 14.2
  top_cells_by_count: "128 x nand2_1, 117 x nor2_1, 106 x o21ai_0, 82 x a21oi_1, 72 x nor2b_1"
  synthTopCellsByArea: "ha_1 14%, o21ai_0 9.6%, nand2_1 8.7%, nor2b_1 8.1%, nor2_1 7.9%"
  ys_seq_share_pct: 0
  ys_cells: 916
global_routing:
  grt_max_degree: 65
  antenna_found_initial: 1
  grtUsageTotal_pct: 16.1
  grt_pass1_wl_um: 39900
  grt-ovfl-total: 0
  grt_pass1_vias: 7082
placement:
  dp_hpwl_um: 22900
  dp_slack_ps: 17960
  gp_congestion: 0.938
  portBuffers: 264
run_status:
  status: "complete, no violations"
flow_run:
  warnings: 36
  max_cap_viol_count: 0
[routing by layer]
| layer | vias to the layer above | track usage [%] | part of all wire, % |
|---|---|---|---|
| li1 | 3722 | - | - |
| met1 | 3297 | 22.8 | 47 |
| met2 | 232 | 26.1 | 46 |
| met3 | 8 | 2.62 | 6.4 |
| met4 | 0 | 1.10 | 0.70 |
| met5 | - | 0 | 0 |
[metrics by stage]
| step | cell area [sq um] | cells | util [%] | hold slack, ps |
|---|---|---|---|---|
| after global routing | 8460 | 1460 | 35.1 | 17430 |
| after global placement | 8460 | 1459 | 35.1 | 17380 |
| after floorplan | 5550 | 916 | - | 16470 |
| after CTS | 8460 | 1459 | 35.1 | 17380 |
| final | 8460 | 1460 | 35.1 | 17370 |
| after detailed placement | 8460 | 1459 | 35.1 | 17370 |
[how the worst max path moves through the flow]
stage	cells after the start	end	start
finish	19	cc[0]	icode[1]
CTS	19	cc[0]	icode[0]
global route	20	cc[0]	icode[1]
[cell usage in the layout, fill, tap and decap left out, types with 10 or more instances in the layout]
master	n
clkdlybuf4s50_1	264
nand2_1	128
nor2_1	116
o21ai_0	106
a21oi_1	81
nor2b_1	72
ha_1	63
xnor2_1	34
nand4_1	31
xor2_1	28
inv_1	17
o21bai_1	17
a21o_1	15
o21a_1	14
nor3_1	14
nand2b_1	10
nand3_1	10
[power breakdown]
part | switching (mW) | leakage [nW] | total [mW] | internal [mW]
clock | 0 | 0.00000634 | 0.00000000328 | 0.00000000328
sequential | 0 | 0 | 0 | 0
combinational | 0.0686 | 3.22 | 0.140 | 0.0715
[kinds of logic after synthesis]
logic type	share of synthesized area (%)
adders and majority gates	14.6
muxes	0.541
xor gates and xnor gates	9.78
buffers and inverters	4.62
and+or+nand+nor	36.6
AOI/OAI and AO/OA	33.9
[cell type report]
| class | instances | share of cell area, % |
|---|---|---|
| repair buffers | 268 | 31.6 |
| multi-input cells | 850 | 62.9 |
| inverters | 17 | 0.754 |
| diodes | 1 | 0.0296 |
| well taps | 324 | 4.79 |
[critical path: cells and delay by family]
kind	cells	cell delay, ps
fa+ha+maj	1	310
buf+inv	3	1500
simple gates	6	1760
mux	1	190
compound gates	7	2590
xor+xnor	1	200
No activity file was given, so power comes from the tool's default toggle rates.
