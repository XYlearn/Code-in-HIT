`design/flow/run.sh`:
```
#!/bin/bash
# OpenROAD 26Q1-2900-gdf79404cd8, Yosys 0.63+post, stock flow scripts
make -C /OpenROAD-flow-scripts/flow DESIGN_CONFIG=/design/flow/config.mk WORK_HOME=/design/flow/orfs finish
```
`design/flow/config.mk`:
```
export PLATFORM = sky130hd
export DESIGN_NAME = M
export DESIGN_NICKNAME = M
export VERILOG_FILES = /design/flow/design.v
export SDC_FILE = /design/flow/constraint.sdc
export NUM_CORES = 4
export LEC_CHECK = 1
export CORE_AREA = 10 10 196 196
export DIE_AREA = 0 0 206 206
```
`design/flow/constraint.sdc`:
```
current_design M

set clk_period 1.8
set clk_io_pct 0.2

create_clock -name clk0 -period $clk_period

set non_clock_inputs [all_inputs -no_clocks]
set_input_delay [expr $clk_period * $clk_io_pct] -clock clk0 $non_clock_inputs
set_output_delay [expr $clk_period * $clk_io_pct] -clock clk0 [all_outputs]
```
`design/flow/design.v`:
```
`timescale 1ns / 1ps
module M(
    input[3:0] icode,
    input[63:0] valA,
    input[63:0] valE,
    input[63:0] valP,
    input imem_err,
    input dmem_err,
    input instr_valid,
    output reg[1:0] stat,
    output reg mem_read,
    output reg mem_write,
    output reg[63:0] mem_data,
    output reg[63:0] mem_addr
);
always @ *
begin
    case(icode)
    4'H5, 4'HB, 4'H9:
        mem_read <= 1'B1;
    default:
        mem_read <= 1'B0;
    endcase
end
always @ *
begin
    case(icode)
    4'H4, 4'HA, 4'H8, 4'H5:
        mem_addr <= valE;
    4'HB, 4'H9:
        mem_addr <= valA;
    endcase
end
always @ *
begin
    case(icode)
    4'H4, 4'HA, 4'H8:
        mem_write <= 1'B1;
    default:
        mem_write <= 1'B0;
    endcase
end
always @ *
begin
    case(icode)
    4'H4, 4'HA:
        mem_data <= valA;
    4'H8:
        mem_data <= valP;
    endcase
end
always @ *
begin
    if(imem_err || dmem_err)
        stat <= 2'H1;
    else if(!instr_valid)
        stat <= 2'H2;
    else if(icode == 4'H0)
        stat <= 2'H3;
    else
        stat <= 2'H0;
end
endmodule
```
==> flow_summary.yaml <==
# physical design summary
worst_setup_path:
  crit_path_end_kind: "output pin"
  worstPathRequired_ns: 1.44
  crit_type: "input port to output pin"
  cp-startpoint: "icode[1]"
  worstPathCellList: "clkdlybuf4s15_2, or3b_4, a21oi_2, dlygate4sd2_1"
  worst_path_max_delay_cell: "or3b_4"
  critPathLaunchType: "input port"
  arrival_ns: 1.31
  max_stage_delay_ns: 0.41
  cp_max_fo: 3
timing:
  period_minus_slack_ns: 1.67
  finalSetupViolCount: 0
  unclocked_regs: 128
  finalCritPeriodShare: 0.930
  fmax_mhz: 597
  maxSlewHeadroom: 0.540
  tightest_slew_ns: 0.690
  untimed_endpoints: 256
  maxSlewViolCount: 0
  fin_ws_ns: 0.126
  hold_viol_final: 0
  rsz0062_at_grt: "no"
  timing.setup.tns_ns: 0
synth:
  synth_flops: 128
  netlist_instances: 283
  ys_top_logic_family: "multiplexers"
  yosys_area_mm2: 0.00389
  yosys-stat-cells: 283
  yosysWarnings: 1
  ys_types: 19
  postSynthAreaPerCell_um2: 13.7
  syn_area_mm2: 0.00389
  synthAoiAreaFrac: 0.00966
  mux_share: 0.429
  simple_gate_share: 0.0138
  fa_ha_area_frac: 0
  ys_sh_xor: 0
routing:
  wl_per_cell_um: 15.5
  antenna_left: 0
  antennaDiodeCount: 0
  drt_iter0_drc: 56
  via_per_inst: 3.17
  wirelength_um: 16500
  vias: 3393
  drt_first_pass_iters: 4
  drt_drc_violations_left: 0
worst_hold_path:
  hp-start: "imem_err"
  worstHoldPathType: "input port to output pin"
global_route:
  grt_pass1_vias: 3702
  grt_pass1_wl_um: 23000
  grt_antenna_before_repair: 0
  grt_usage: 0.0709
  gr-total-overflow: 0
  grt_start_max_net_pins: 65
place:
  place.gp.congestion: 0.798
  placed_area_mm2: 0.00768
  port_buffers: 331
  pre_cts_ws_ns: -0.607
  hpwl_um: 13800
cells_and_area:
  stdcell_area_mm2: 0.00768
  syn2layout_area_growth_pct: 97.7
  final_cell_mix: "clkdlybuf4s50_1, dlxtn_1, mux2_2"
  lay_top_count: "clkdlybuf4s50_1"
  drive_gt1_frac: 0.248
  n_fill_cell: 3714
die:
  die_w_um: 206
  die_area_mm2: 0.0424
  core_area_mm2: 0.0344
  io_pins: 331
  fp.dieH_um: 206
  core_util_floorplan: 0.113
  rows: 68
flow_run:
  maxCapViolCount: 0
  tool_warnings: 32
power:
  p_leak_nw: 3.16
  power_density_mw_per_mm2: 192
  ir_drop_mv: 0.134
status:
  status: "finished clean"
report_power, final:
part	switching (mW)	total, mW	leakage (nW)	internal, mW
Clock	0	0	0	0
Combinational	0.287	1.13	2.12	0.846
Sequential	0.0397	0.344	1.04	0.304
cell families after synthesis:
group	Yosys count
buffers and inverters	15
AND/OR/NAND/NOR	7
AND-OR/OR-AND	5
multiplexers	128
latches	128
path summary, 6_finish.rpt:
kind	cells past startpoint	slack, ns	end
max	4	0.13	mem_write
min	3	1.21	stat[0]
per-stage QoR:
stage	power (mW)	util	std cells	hold WS [ns]
final	1.48	0.224	1069	1.21
after global routing	1.58	0.224	1069	1.28
after CTS	1.51	0.224	1069	1.23
after detailed placement	1.50	0.223	1069	1.73
after global placement	1.50	0.223	1069	1.74
after floorplan	0.639	-	283	0.731
Yosys cell counts:
cell | n | area [um2]
dlxtn_1 | 128 | 1920
mux2_2 | 68 | 766
mux2_4 | 60 | 901
buf_6 | 7 | 78.8
buf_12 | 6 | 120
a211o_1 | 1 | 8.76
a21boi_0 | 1 | 7.51
a21o_2 | 1 | 8.76
a21oi_1 | 1 | 5.00
and2_1 | 1 | 6.26
buf_2 | 1 | 5.00
inv_1 | 1 | 3.75
nand2b_1 | 1 | 6.26
nand3b_1 | 1 | 7.51
nor2_1 | 1 | 3.75
nor4_1 | 1 | 6.26
nor4b_2 | 1 | 15.0
o21a_1 | 1 | 7.51
or3b_2 | 1 | 8.76
critical path: cells and delay by family:
| family | cells | cell delay [ns] |
|---|---|---|
| AND/OR/NAND/NOR | 1 | 0.41 |
| buffers and inverters | 2 | 0.41 |
| AND-OR/OR-AND | 1 | 0.13 |
state kept, by name, indices dropped and copies added (netlist names):
register  cells
mem_data     64
mem_addr     64
repair_timing:
item / 4_1_cts / 5_1_grt
buffers inserted: 1 / 0
setup endpoints to repair: 4 / 0
hold buffers: 0 / 0
gates resized: 28 / 0
per-layer routing:
metal / GRT usage / vias to the layer above / wire, um
met3: 0.0297 / 0 / 2250
met5: 0 / - / 0
li1: - / 1643 / -
met1: 0.0815 / 1541 / 6290
met2: 0.127 / 209 / 7980
met4: 0 / 0 / 0
area by class of cell:
type | instances | area (um2) | share of cell area
inverters | 1 | 3.75 | 0.000489
multi-input cells | 140 | 1790 | 0.233
flip-flops and latches | 128 | 1920 | 0.250
repair buffers | 345 | 3400 | 0.442
well taps | 455 | 569 | 0.0741
Power and IR drop assume default switching activity.
